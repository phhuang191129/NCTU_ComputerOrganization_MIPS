==> design/flow/design.v <==
`timescale 1ns / 1ps
module hazard_detection (
    input        ID_EX_mem_read,
    input  [4:0] ID_EX_rt,
    input  [4:0] IF_ID_rs,
    input  [4:0] IF_ID_rt,
    input  [4:0] EX_MEM_rt,
    input  [4:0] EX_MEM_rs,
    input  [4:0] ID_EX_rs,
    input logic pc_src_branch,
    input logic EX_MEM_read,
    output logic pc_write,         
    output logic IF_ID_write,      
    output logic stall             
);
    logic load_stall,branch_stall_once, branch_stall_twice;
    logic imm_in_prev_immi_instr,imm_in_2nd_load,imm_in_prev_r_instr;
    always_comb begin
        imm_in_prev_immi_instr = ((ID_EX_rt == IF_ID_rs) | (ID_EX_rt == IF_ID_rt));
        load_stall = (ID_EX_mem_read & imm_in_prev_immi_instr);
        branch_stall_once = (((IF_ID_rs==ID_EX_rs)|(IF_ID_rt==ID_EX_rs) |(IF_ID_rs==ID_EX_rt)|(IF_ID_rt==ID_EX_rt))& ID_EX_mem_read &pc_src_branch);
        branch_stall_twice = (((IF_ID_rs == EX_MEM_rs)|(IF_ID_rt==EX_MEM_rs)|(IF_ID_rs==EX_MEM_rt)|(IF_ID_rt==EX_MEM_rt)) &ID_EX_mem_read &pc_src_branch);
       if (load_stall | branch_stall_once | branch_stall_twice) begin
            stall =1'b1;
        end else begin
            stall = 1'b0;
        end
    end
    assign pc_write = !stall;
    assign IF_ID_write = !stall;
endmodule
==> design/flow/run.sh <==
#!/bin/bash
# OpenROAD 26Q1-2900-gdf79404cd8, Yosys 0.63+post, stock flow scripts
make -C /OpenROAD-flow-scripts/flow DESIGN_CONFIG=/design/flow/config.mk WORK_HOME=/design/flow/orfs finish
==> design/flow/config.mk <==
export PLATFORM = sky130hd
export DESIGN_NAME = hazard_detection
export DESIGN_NICKNAME = hazard_detection
export VERILOG_FILES = /design/flow/design.v
export SDC_FILE = /design/flow/constraint.sdc
export NUM_CORES = 4
export LEC_CHECK = 1
export CORE_AREA = 10 10 70 70
export DIE_AREA = 0 0 80 80
==> design/flow/constraint.sdc <==
current_design hazard_detection

set clk_period 2.7
set clk_io_pct 0.2

create_clock -name clk0 -period $clk_period

set non_clock_inputs [all_inputs -no_clocks]
set_input_delay [expr $clk_period * $clk_io_pct] -clock clk0 $non_clock_inputs
set_output_delay [expr $clk_period * $clk_io_pct] -clock clk0 [all_outputs]
==> results.yml <==
# generated from flow reports
status:
  outcome: "finished, final reports clean"
synthesis:
  top_area_cell: "xnor2_1"
  yosysMostFrequentCell: "xnor2_1"
  compound_area_share_pct: 8.521
  netlist_instances: 63
  ys_types: 13
  yosysSeqAreaShare_pct: 0
  syn_area_um2: 499.2
  syn_area_per_cell_um2: 7.924
  synthTopCellsByCount: "xnor2_1, xor2_1, nor3_1"
  yosysCellCount: 63
  synth_xor_xnor_area_share_pct: 70.18
  ys_sh_simple_pct: 17.79
  ys_area_um2: 499.2
  top_area_share_pct: 40.35
  yosysWarningCount: 1
  top_logic_kind: "XOR/XNOR gates"
  synthAdderAreaFrac_pct: 0
  mux_area_share_pct: 0
  synth.area.top_cells: "xnor2_1, xor2_1, nor3_1"
floorplanning:
  fp_util_pct: 14.62
  chip_area_um2: 6400
  fp.dieW_um: 80
  die-height_um: 80
  core_area_um2: 3416
  rows: 21
  pin_count: 36
route:
  dr_total_vias: 539
  ant_nets: 0
  drtIter0Drc: 4
  diodes: 0
  routed_wirelength_mm: 1.804
  drt-vias-per-instance: 3.570
  dr.pass1.iters: 3
  drc: 0
  wl_per_cell_um: 11.95
pwr:
  p_total_mw: 0.1458
  p_per_area_nw_per_um2: 150.7
  peakVddDrop_v: 0.00006355
  leakagePower_nw: 0.3792
sta:
  hold_viol: 0
  max_clock_freq_mhz: 399.7
  slew_headroom_pct: 86.40
  min_period_ps: 2502
  rsz0062_at_grt: "false"
  setup_violations: 0
  maxSlewViolCount: 0
  period_used_pct: 92.67
  tightest_slew_ps: 202.4
job:
  drv_cap: 0
  warnings: 33
critical_path:
  slowest_delay_ps: 360
  crit_type: "input pin to output port"
  crit_path_end_kind: "output port"
  crit_top_cell: "dlygate4sd2_1"
  required_ps: 2160
  setup.worst_path.start_class: "input pin"
  critPathCapture: "stall"
  cp.depth: 7
  crit_chain: "dlygate4sd2_1 -> xnor2_1 -> nand2_1 -> o22ai_2 -> a311o_1 -> o221a_1 -> dlygate4sd2_1"
  crit_arrival_ps: 1960
  crit_slowest_cell: "a311o_1"
  crit_path_start: "ID_EX_rt[1]"
  worstPathMaxFanout: 2
  path_buffers: 2
  critPathTopFamily: "AND-OR/OR-AND gates"
layout:
  drive_gt1_share_pct: 22.86
  fillers: 390
  clkbuf_count: 0
  post-route-util_pct: 28.32
  final_area_um2: 967.2
  seq_cell_count: 0
  seqCellArea_um2: 0
  area_growth_pct: 93.73
place:
  place_congestion: 0.8215
  place_area_um2: 964.7
  dpl.hpwl_mm: 1.697
  io_buffers: 35
global_routing:
  grt_usage_pct: 5.658
  grt_overflow: 0
  grt_pass1_wl_mm: 2.946
  grt_pass1_vias: 633
  grt_max_degree: 5
  antenna_found_initial: 0
clock_tree:
  postCtsSetupRepairBufs: 0
min_path:
  hp-class: "input pin to output port"
[through the flow]
step | std cells | setup TNS, ps | worst slack [ps] | hold WS, ps
floorplan | 63 | 0 | 666.7 | 1123
CTS | 151 | 0 | 187.5 | 1812
global placement | 151 | -845.1 | -288.5 | 2030
finish | 151 | 0 | 197.9 | 1796
global route | 151 | 0 | 94.81 | 1824
detailed placement | 151 | -948.2 | -318.4 | 2040
[routing by layer]
metal / vias to the layer above / GRT usage (%) / share of wire (%)
li1: 296 / - / -
met1: 226 / 7.058 / 45
met2: 17 / 10.11 / 49
met3: 0 / 1.364 / 5.5
met4: 0 / 0 / 0
met5: - / 0 / 0
[logic make-up (layout without fill, tap and decap cells)]
kind of cell,count (synthesis),after routing
simple gates,16,16
xor+xnor,40,40
buf+inv,3,45
compound gates,4,4
[what timing repair did]
action | CTS | global route
endpoints found under the setup margin | 3 | 0
endpoints found under the hold margin | 0 | 0
resized | 49 | 0
hold buffers | 0 | 0
[final cells by class]
type,count,area [µm²],area share [%]
Multi-Input combinational cell,60,505.5,52.26
Timing Repair Buffer,45,404.1,41.79
Tap cell,46,57.56,5.951
[where the power goes]
group	internal (mW)	switching, mW
combinational	0.0840	0.0618
clock	0	0
sequential	0	0
[worst min-delay path, stage by stage]
cell,delay [ps]
clkdlybuf4s50_1,430
o221ai_2,80
dlygate4sd2_1,200
[how the worst min path moves through the flow]
stage / start / slack (ps) / cells past startpoint / endpoint
4_1_cts: ID_EX_mem_read / 1810 / 3 / pc_write
5_1_grt: ID_EX_mem_read / 1820 / 3 / pc_write
6_report: ID_EX_mem_read / 1800 / 3 / pc_write
[layout by cell type, fill, tap and decap left out, drive strengths merged]
master and instances:
a311o 1, buf 11, clkdlybuf4s15 6, clkdlybuf4s50 6, dlygate4sd2 22, nand2 2, nand3 7, nand4 1
nor3 6, o221a 1, o221ai 1, o22ai 1, xnor2 23, xor2 17
Power is estimated from default activity; no workload was simulated.
