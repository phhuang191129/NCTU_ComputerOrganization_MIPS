===== flow/design.v =====
`timescale 1ns / 1ps
module forwarding (
    input      [4:0] ID_EX_rs,           
    input      [4:0] ID_EX_rt,
    input            EX_MEM_reg_write,
    input      [4:0] EX_MEM_rd,
    input            MEM_WB_reg_write,
    input      [4:0] MEM_WB_rd,
    input  logic    is_branch,
    output reg [1:0] forward_A,          
    output reg [1:0] forward_B,
    output reg   forward_reg_data
);
     logic EX_hazard_A, EX_hazard_B;
     always_comb begin
        forward_A = 2'b00;
        forward_B = 2'b00;
        EX_hazard_A = (EX_MEM_reg_write & (EX_MEM_rd!=0) & (EX_MEM_rd==ID_EX_rs));
        EX_hazard_B = (EX_MEM_reg_write & (EX_MEM_rd!=0) & (EX_MEM_rd==ID_EX_rt));
        if (EX_hazard_A) begin
            forward_A = 2'b10;
        end
        else if(EX_hazard_B)begin
            forward_B = 2'b10;
        end
        if(MEM_WB_reg_write & (MEM_WB_rd!=0) & !EX_hazard_A &(MEM_WB_rd==ID_EX_rs))begin
            forward_A = 2'b01;
        end
        if(MEM_WB_reg_write & (MEM_WB_rd!=0) & !EX_hazard_B &(MEM_WB_rd==ID_EX_rt))begin
            forward_B = 2'b01;
        end
        if (is_branch) begin
            forward_reg_data = 1'b1;
        end else begin
            forward_reg_data = 1'b0;
        end
     end
endmodule

===== flow/run.sh =====
#!/bin/bash
# OpenROAD 26Q1-2900-gdf79404cd8, Yosys 0.63+post, stock flow scripts
make -C /OpenROAD-flow-scripts/flow DESIGN_CONFIG=/design/flow/config.mk WORK_HOME=/design/flow/orfs finish

===== flow/config.mk =====
export PLATFORM = sky130hd
export DESIGN_NAME = forwarding
export DESIGN_NICKNAME = forwarding
export VERILOG_FILES = /design/flow/design.v
export SDC_FILE = /design/flow/constraint.sdc
export NUM_CORES = 4
export LEC_CHECK = 1
export CORE_AREA = 10 10 70 70
export DIE_AREA = 0 0 80 80

===== flow/constraint.sdc =====
current_design forwarding

set clk_period 3.1
set clk_io_pct 0.2

create_clock -name clk0 -period $clk_period

set non_clock_inputs [all_inputs -no_clocks]
set_input_delay [expr $clk_period * $clk_io_pct] -clock clk0 $non_clock_inputs
set_output_delay [expr $clk_period * $clk_io_pct] -clock clk0 [all_outputs]

==> Flow_metrics.wiki <==
== Metrics ==
{| class="wikitable"
! Metric !! Value
|-
| Cell count in the Yosys report || 36
|-
| Number of top-level pins || 28
|-
| Post-Syn Area per Cell || 7.99 sq um
|-
| Status || completed
|-
| Cell Chain, Critical Path || clkdlybuf4s50_1 > buf_4 > xnor2_1 > nand2_1 > nor4_2 > clkdlybuf4s50_1
|-
| Count of hold buffers inserted by post-cts repair || 0
|-
| Main area contributors after synthesis || sky130_fd_sc_hd__xnor2_1, sky130_fd_sc_hd__xor2_1, sky130_fd_sc_hd__nor3_2, sky130_fd_sc_hd__o211ai_1, sky130_fd_sc_hd__or4_1
|-
| Worst IR drop on VDD || 0.0166 mV
|-
| Number of remaining DRC errors || 0
|-
| OpenROAD warning count || 33
|-
| Pre-placement core utilization || 8.42%
|-
| Count of final setup violators || 0
|-
| Number of global-route vias before repair || about 450
|-
| Part of the cycle the worst path needs || 96.7%
|-
| Number of buffers inserted by port buffering || 26
|-
| Wire length reported by the detailed router || 1.33 mm
|-
| Number of standard-cell rows in the floorplan || 21
|-
| Remaining global-route overflow || 0
|-
| Global-route wire length before repair || roughly 2.1 mm
|-
| Met2 demand-to-capacity share in global routing || 7.87%
|-
| Proportion of netlist area held by the largest area contributor || 51.7%
|-
| Initial antenna violation count || 0
|-
| Area grow syn2layout || 139%
|-
| Achievable Freq || roughly 330 MHz
|-
| Combined area of the multi-input logic cells || 304 sq um
|-
| Cell area after technology mapping || ~290 sq um
|-
| Crit-path slowest cell || sky130_fd_sc_hd__clkdlybuf4s50_1
|-
| Category of the critical setup timing path || input port to primary output
|-
| Met3 usage in global routing || 0.909%
|-
| Post-route minimum period || about 3000 ps
|-
| Final Max-Slew Violation Tally || 0
|-
| Critical path endpoint category || primary output
|-
| Die Size || 6400 sq um
|-
| Antenna Nets Post-Route || 0
|-
| Most used cell along the critical path || sky130_fd_sc_hd__clkdlybuf4s50_1
|-
| Synthesis Warnings || 1
|-
| Worst Hold Class || input port to primary output
|-
| Core box area || 3420 sq um
|-
| Maximum number of pins on one net before global-route repair || 5
|-
| Placed Cells || around 120
|-
| Post-route cell area || 687 sq um
|-
| Synthesis area per yosys || roughly 290 sq um
|-
| Area taken by flip-flops and latches || 0 sq um
|-
| Number of clock buffer instances in the layout || 0
|-
| Worst Max-Slew Pin Slew || 354 ps
|-
| Placed standard-cell area || 658 sq um
|-
| Worst relative slew slack || 76.2%
|-
| Number of violations reported at the end of detailed-routing iteration 0 || 2
|-
| Hold wc startpoint || is_branch
|-
| Worst-case setup margin in the final layout || 103 ps
|-
| Destination of the worst hold path || forward_reg_data
|-
| Total number of sequential cells || 0
|-
| Number of cells on the worst hold path || 0
|-
| Pwr per Cell Area || 122 nW/um^2
|-
| Router iterations before antenna repair || 2
|-
| Average routed wire per standard cell || 11.5 um
|-
| Per-cell via count in the routed design || 3.33
|-
| Via Count || 383
|-
| Leakage dissipation || 0.245 nW
|-
| Final-layout fill cell count || 369
|-
| Final standard cell count with taps included and fillers excluded || approximately 120
|-
| Busiest layer in global routing || met2
|-
| Unique masters post-synth || 12
|-
| Gate Count Post-Synth || 36
|-
| Critical path arrival || 2380 ps
|-
| Global Route met1 Usage || 4.35%
|-
| Seq/Total Area, Yosys || 0%
|-
| Hold Vio Cnt, Final || 0
|-
| Crit-path leading delay family || buffers and inverters
|-
| Largest area contributor in the synthesized netlist || sky130_fd_sc_hd__xnor2_1
|-
| Placed wire-length estimate || ~1.2 mm
|-
| Bufs and invs on worst path || 3
|-
| Most used standard cells in the synthesized netlist || sky130_fd_sc_hd__xnor2_1, sky130_fd_sc_hd__xor2_1
|-
| Setup repair after global routing missed its margin || false
|-
| Global-route usage over all layers || 3.97%
|-
| Dominant cell by count in the synthesized netlist || sky130_fd_sc_hd__xnor2_1
|-
| ANT cells || 0
|-
| Startpoint type of the worst setup path || input port
|-
| Maximum fanout encountered on the critical timing path || 2
|-
| Die outline height || roughly 80 um
|-
| Highest cell delay on the worst timing path || 540 ps
|-
| # Max-Cap Violations || 0
|-
| Data required time of the worst path || 2480 ps
|-
| Routability congestion estimate || 0.821
|-
| Horizontal extent of the die || 80 um
|-
| Post-place setup slack || -32.0 ps
|-
| Ratio of cells with drive above 1 in the final layout || roughly a fifth
|}
-- where the power goes --
group	total (mW)	internal [mW]	switching, mW
Sequential	0	0	0
Clock	0	0	0
Combinational	0.0836	0.0522	0.0314
-- through the flow --
step                hold slack [ps]  setup TNS, ps  utilization [%]  power, mW
detailed placement             1240          -57.3             19.3     0.0806
finish                         1240              0             20.1     0.0836
global route                   1240              0             20.1     0.0907
floorplan                      1310              0                -     0.0300
global placement               1240          -16.3             19.3     0.0803
CTS                            1240          -31.1             19.6     0.0827
-- how the worst max path moves through the flow --
| stage | slack [ps] | from | cells past startpoint | to |
|---|---|---|---|---|
| CTS | -30 | EX_MEM_rd[2] | 6 | forward_B[0] |
| global route | 5 | EX_MEM_rd[0] | 5 | forward_A[1] |
| finish | 100 | EX_MEM_rd[2] | 6 | forward_A[1] |
-- layer usage --
layer  share of wire [%]  vias to the layer above
li1                    -                      196
met1                  40                      170
met2                  51                       17
met3                 8.4                        0
met4                   0                        0
met5                   0                        -
-- logic make-up (layout without fill, tap and decap cells) --
logic type      Yosys count  after routing  share of synthesized area, %
compound gates            4              4                          11.3
xor+xnor                 20             20                          60.9
buf+inv                   1             34                          2.61
simple gates             11             11                          25.2
-- what timing repair did --
action / CTS / global route
endpoints found under the setup margin: 3 / 3
resized: 2 / 4
setup buffers: 0 / 0
-- placed cells by master (no fill, tap or decap), drive strengths merged --
cell type	instances
buf	8
dlymetal6s2s	2
xor2	3
nand3	1
clkdlybuf4s50	24
or4	2
xnor2	17
o31a	1
nand4	2
nor4	2
o211ai	2
nor3	2
o21ai	1
nand2	2
-- final cells by class --
type,count,share of cell area [%]
Timing Repair Buffer,34,47.4
Multi-Input combinational cell,35,44.3
Tap cell,46,8.38
Power is estimated from default activity; no workload was simulated.
